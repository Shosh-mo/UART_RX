$ cat ./run.sh
#!/bin/bash
# OpenROAD 26Q1-2900-gdf79404cd8, Yosys 0.63+post, stock flow scripts
make -C /OpenROAD-flow-scripts/flow DESIGN_CONFIG=/design/flow/config.mk WORK_HOME=/design/flow/orfs finish
$ cat ./config.mk
export PLATFORM = sky130hd
export DESIGN_NAME = UART_RX
export DESIGN_NICKNAME = UART_RX
export VERILOG_FILES = /design/flow/design.v
export SDC_FILE = /design/flow/constraint.sdc
export NUM_CORES = 4
export LEC_CHECK = 1
export CORE_UTILIZATION = 40
$ cat ./constraint.sdc
current_design UART_RX

set clk_period 6.9
set clk_io_pct 0.2

create_clock -name clk0 -period $clk_period [get_ports {clk}]

set non_clock_inputs [all_inputs -no_clocks]
set_input_delay [expr $clk_period * $clk_io_pct] -clock clk0 $non_clock_inputs
set_output_delay [expr $clk_period * $clk_io_pct] -clock clk0 [all_outputs]
$ cat ./design.v
module UART_RX (RX_IN , PAR_EN , PAR_TYP , prescale , clk , rst , P_DATA , data_valid);
input RX_IN ,  PAR_EN , PAR_TYP , clk , rst;
input [5:0] prescale;
output data_valid;
output [7:0] P_DATA;
wire enable , processing_done , stp_chk_en , stop_bit , stp_err ,
strt_chk_en , strt_glitch , par_chk_en , par_err;
wire [10:0] data_parity;
wire [8:0] data_parity_chk;
wire [9:0] data_no_parity;
fsm F1 (PAR_EN , RX_IN , enable , processing_done , data_parity , data_no_parity , 
stp_chk_en , stop_bit , stp_err , strt_glitch ,
par_chk_en , par_err , data_valid , P_DATA , data_parity_chk , clk , rst);
data_processing  dp1 (enable , RX_IN , prescale , data_no_parity , data_parity , clk , rst , PAR_EN , processing_done , strt_glitch);
parity_check par1 (par_chk_en , par_err , PAR_TYP , data_parity_chk);
stop_check stp2 (stp_chk_en , stp_err , stop_bit);
endmodule
module data_processing ( enable , RX_IN , prescale , data_no_parity , data_parity , clk , rst , PAR_EN , processing_done , strt_glitch);
input enable , RX_IN , clk , rst , PAR_EN;
input [5:0] prescale;
output reg [10:0] data_parity;
output reg [9:0] data_no_parity;
output reg processing_done , strt_glitch;
reg [5:0] c;
reg [3:0] index;
always @(posedge clk) begin
    if(~rst) begin
        data_parity <= 0;
        data_no_parity <= 0;
        c <= 0;
        index <= 0;
        processing_done <= 0;
    end
    else if(enable) begin
        c <= c + 1;
        if(index == 0) begin
            if( RX_IN == 1 ) begin
                strt_glitch <= 1;
            end
            else begin
                strt_glitch <= 0;
            end
        end
        else begin
            strt_glitch <= 0;
        end
        if(c+1 == prescale) begin
            c <= 0;
            if(PAR_EN == 1) begin  
                data_parity[index] <= RX_IN;  
                index <= index + 1;
                processing_done <= 0;
            end
            else begin  
               data_no_parity[index] <= RX_IN;
                index <= index + 1;
                processing_done <= 0;
            end
        end
        else if(index == 9 && PAR_EN == 0 && RX_IN == 0) begin
            c <= c + 1;
            if(c+3 == prescale) begin
                data_no_parity[index] <= RX_IN;
                index <= 0;
                processing_done <= 1;
                c <= 0;
            end
        end
        else if(index == 10 && PAR_EN == 1 && RX_IN == 0) begin
           c <= c + 1;
           if(c+3 == prescale) begin
                data_parity[index] <= RX_IN;
                index <= 0;
                processing_done <= 1;
                c <= 0;
           end
        end
        else begin
            if(index == 9 && PAR_EN == 0) begin
                    data_no_parity[index] <= RX_IN;
                    index <= 0;
                    processing_done <= 1;
                    c <= 0;
            end
           else if(index == 10 && PAR_EN == 1) begin
                    data_parity[index] <= RX_IN;
                    index <= 0;
                    processing_done <= 1;
                    c <= 0;
            end
        end
    end
    else begin
        processing_done <= 0;
        strt_glitch <= 0;
        index <= 0;
        c <= 0;
        data_no_parity <= 0;
        data_parity <= 0;
    end
    if(strt_glitch == 1) begin
        data_no_parity <= 0;
        data_parity <= 0;
        c <= 0;
    end
end
endmodule
module fsm (PAR_EN , RX_IN , enable , processing_done , data_parity , data_no_parity , 
stp_chk_en , stop_bit , stp_err , strt_glitch ,
par_chk_en , par_err , data_valid , P_DATA , data_parity_chk , clk , rst);
parameter IDLE = 2'b00;
parameter DATA_PROCESSING = 2'b01;
parameter CHECKING = 2'b10;
input PAR_EN , RX_IN , processing_done ,
 stp_err ,  strt_glitch , par_err , clk , rst;
 input [10:0] data_parity;
 input [9:0]  data_no_parity;
output reg stop_bit , data_valid;
output reg [7:0] P_DATA;
output stp_chk_en , par_chk_en ;
output enable;
output reg [8:0] data_parity_chk;
reg [1:0] cs , ns;
always @(posedge clk) begin
    if(~rst)
        cs <= IDLE;
    else
        cs <= ns;
end
always @(*) begin
    case(cs)
        IDLE:
            if(RX_IN)
                ns = IDLE;
            else
                ns = DATA_PROCESSING;
        DATA_PROCESSING:
            if(strt_glitch == 1)
                ns = IDLE;
            else if(~processing_done)
                ns = DATA_PROCESSING;
            else 
                ns = CHECKING;
        CHECKING:     
            if(RX_IN || stp_err)
                ns = IDLE;
            else
                ns = DATA_PROCESSING;
        default: ns = IDLE;
    endcase
end
assign par_chk_en = (cs == CHECKING && PAR_EN == 1);
assign stp_chk_en = (cs == CHECKING);
assign enable = (cs == DATA_PROCESSING || ns == DATA_PROCESSING);
always @(*) begin
    if(cs == CHECKING) begin
        if(PAR_EN) begin
            data_parity_chk = data_parity[9:1];
            stop_bit = data_parity[10];
            P_DATA = data_parity[8:1];
        end 
        else begin
            stop_bit = data_no_parity[9];
            data_parity_chk = 0;
            P_DATA = data_no_parity[8:1];
        end
    end
    else begin
        stop_bit = 0;
        data_parity_chk = 0;
        P_DATA = 0; 
    end
end
always @(*) begin
    if (cs == CHECKING) begin
        if(par_err == 0 && stp_err == 0)
            data_valid <= 1;
        else
            data_valid <= 0;
    end
    else 
        data_valid <= 0;
end
endmodule
module parity_check (par_chk_en , par_err , PAR_TYP , data_parity_chk);
input par_chk_en , PAR_TYP;
input [8:0] data_parity_chk;
output reg par_err;
reg parity_expected;
always@(*) begin
    if(par_chk_en) begin
        if(PAR_TYP) begin  
            parity_expected = ~(^data_parity_chk[7:0]);
            if(parity_expected != data_parity_chk[8])
                par_err = 1;
            else
                par_err = 0;
        end
        else begin   
            parity_expected = ^data_parity_chk[7:0];
            if(parity_expected != data_parity_chk[8])
                par_err = 1;
            else
                par_err = 0;   
        end
    end
    else begin
        parity_expected = 0;
        par_err = 0;
    end
end
endmodule
module stop_check (stp_chk_en , stp_err , stop_bit);
input stp_chk_en , stop_bit;
output reg stp_err;
always @(*) begin
    if(stp_chk_en) begin
        if(stop_bit == 0)
            stp_err = 1;
        else
            stp_err = 0;
    end
    else
        stp_err = 0;
end
endmodule
==> changes_impl.md <==
## Implementation

* Status: finished, final reports clean
* Maximum Capacitance Violations at 0
* Root buffer cell: clkbuf_8
* # Cells Yosys at between 200 and 300
* Synth Instances at around 280
* Placer congestion estimate at 0.8263
* Internal power at between 0.3 and 0.4 mW
* Placed cells at ~360
* Post-route ant nets at 0
* DR vias/cell at 5.472
* Vias in the first global route at between 1500 and 2000
* Maximum clock frequency at between 200 and 250 MHz
* Gr usage total at between 10% and 20%
* Post-synthesis instance area at 2306 sq um
* Initial antenna violation count at 0
* DRT Wirelength at slightly above 5000 um
* Post-CTS sizing at 0
* Boundary pin count at 20
* Flop pwr share at 47.7%
* CTS Hold Bufs at 0
* Pleak at just under 0.9 nW
* VDD IR max at 0.0001191 V
* Post-synth seq share at between 20% and 30%
* RSZ-0062 raised after global routing: false
* CTS tree: built
* DRC errors left at 0
* Die height at between 70 and 80 um
* Synth cell types at between 60 and 70
* Worst-path clk slew at ~0.070 ns
* Chip area at just over 6000 sq um
* Top cells by area: dfxtp_1 (29%), xnor2_1 (6.5%), mux2i_1 (5.2%)
* CTS max path bufs at 2
* Count of library flops with an enable pin at 1
* Final Setup Violations at 0
* Tool warnings at 30
* Largest net degree at the start of global routing at 24
* Vias after detailed routing at between 1500 and 2000
* Least-Margin Pin Slew at ~0.75 ns
* Switching portion of total power at 21.81%
* Total number of yosys warnings at 4
* Area grow syn2layout at 12.91%
* Place WS at 2.285 ns
* Ys async rst share at 0%
* Worst hold path class: reg2reg
* Setup_tns at 0 ns
* Total power at between 0.4 and 0.5 mW
* # fillers at 558
* Clock power frac at 44.0%
* Buffers on Ports at 19
* Postcts setup bufs at 0
* Synth area leader: dfxtp_1
* Area leader share at about 29%
* Clock latency (worst-skew pair) at 0.28 ns
* ANT cells at 0
* Yosys chip area at roughly 2300 sq um
* Required time of the critical path at about 5.5 ns
* Gate Area at between 1000 and 1500 sq um
* Final worst setup slack at around 2.3 ns
* Non-filler cells, final at 362
* First-pass GRT wire length at 8901 um
* Ys flop type: dfxtp_1
* Final Hold Violating Endpoints at 0
* Core Area at approximately 5500 sq um
* Post-Route Skew at about 0.0041 ns
* Max_slew headroom at 50.22%
* Hold slack at 0.4592 ns
* CP Class: in2out
* Hpwl dp at between 3000 and 4000 um
* FP Rows at 27
* Syn Area/Cell at ~8.4 sq um
* Crit. End Element: output port
* Fin crit share at between 60% and 70%
* FP Util at 41.62%
* DRT iter0 DRCs at roughly 120
* Sequential Area at around 690 sq um
* Gr ovfl total at 0
* Clock sink total at 34
* H-tree depth at 2
* Avg WL per Cell at ~14 um
* Fin crit period at 4.603 ns
* Flops out of synthesis at 34
* DR pass1 iterations at 4
* Critical path peak fanout at 1
* CTS Buf Count at 5
* Layout cells sized above 1 at around 7.6%
* PD cells at 162.5 nW/um^2
* Worst Path Arrival at 3.22 ns
* Die W at between 70 and 80 um
* Combinational share of power at between 8 and 9%
* Sw power at around 0.09 mW
* CP startpoint kind: primary input
* Final-report max-slew violation count at 0
-- per-layer routing --
layer | vias up | wire length (um) | GRT usage [%] | part of all wire [%]
met5 | - | 0 | 0 | 0
met3 | 9 | 211 | 2.509 | 4.2
met2 | 46 | 2150 | 28.41 | 43
met4 | 0 | 61 | 1.667 | 1.2
li1 | 1017 | - | - | -
met1 | 909 | 2624 | 29.42 | 52
-- cell usage in the layout, fill, tap and decap left out, types with 2 or more instances in the layout --
cell / Yosys / routed
nor2b_1: 12 / 12
a21oi_1: 8 / 8
o21ai_1: 4 / 4
and2_1: 3 / 3
dfxtp_1: 33 / 33
clkdlybuf4s50_1: 0 / 19
a31oi_1: 3 / 3
a22oi_1: 3 / 3
o21bai_1: 2 / 2
o21ai_0: 7 / 7
xnor2_1: 17 / 17
clkbuf_8: 4 / 6
nand2b_1: 5 / 5
nand4b_1: 2 / 2
mux2i_1: 12 / 12
nor2_1: 18 / 18
xor2_1: 7 / 7
o2111ai_1: 2 / 2
inv_1: 10 / 10
o22ai_1: 5 / 5
nand4_1: 8 / 8
ha_1: 7 / 7
and3_1: 5 / 5
or3_1: 2 / 2
nand2_1: 27 / 27
nor3_1: 3 / 3
o211ai_1: 2 / 2
buf_4: 2 / 3
nand3_1: 22 / 22
-- power groups by stage --
stage	logic, mW	clock network, mW	registers, mW
4_1_cts	0.0350	0.193	0.202
5_1_grt	0.0386	0.199	0.202
6_report	0.0349	0.186	0.202
-- synthesized netlist by cell type, types with 2 or more instances --
| cell | n |
|---|---|
| dfxtp_1 | 33 |
| nand2_1 | 27 |
| nand3_1 | 22 |
| nor2_1 | 18 |
| xnor2_1 | 17 |
| mux2i_1 | 12 |
| nor2b_1 | 12 |
| inv_1 | 10 |
| a21oi_1 | 8 |
| nand4_1 | 8 |
| ha_1 | 7 |
| o21ai_0 | 7 |
| xor2_1 | 7 |
| and3_1 | 5 |
| nand2b_1 | 5 |
| o22ai_1 | 5 |
| clkbuf_1 | 4 |
| clkbuf_8 | 4 |
| o21ai_1 | 4 |
| a22oi_1 | 3 |
| a31oi_1 | 3 |
| and2_1 | 3 |
| nor3_1 | 3 |
| buf_4 | 2 |
| nand4b_1 | 2 |
| o2111ai_1 | 2 |
| o211ai_1 | 2 |
| o21bai_1 | 2 |
| or3_1 | 2 |
-- through the flow --
step,util (%),area (sq um)
detailed placement,44.96,2491
global route,47.00,2604
floorplan,-,2306
finish,47.00,2604
CTS,47.00,2604
global placement,44.96,2491
-- critical path, stage by stage --
cell             delay (ns)
clkdlybuf4s50_1        0.47
xnor2_1                0.14
xnor2_1                0.11
xnor2_1                0.23
xnor2_1                0.15
nand3_1                0.09
a21boi_0               0.18
clkdlybuf4s50_1        0.48
-- final timing paths --
kind	start	slack [ns]	end	cells after the start
max	PAR_TYP	2.30	data_valid	8
min	dp1.data_no_parity[7]	0.46	dp1.data_no_parity[7]	2
max reg2reg	dp1.index[0]	4.06	dp1.data_no_parity[4]	9
min reg2reg	dp1.data_no_parity[7]	0.46	dp1.data_no_parity[7]	2
-- cell type report --
type                            instances  area share [%]
Clock buffer                            6           3.172
Multi-Input combinational cell        217           56.08
Tap cell                               72           3.460
Sequential cell                        34           26.53
Inverter                               10           1.442
Timing Repair Buffer                   22           8.169
Clock inverter                          1           1.153
-- cells by family after synthesis --
group,after synthesis,synth area share (%)
flip-flops,34,29.95
XOR/XNOR,24,9.116
adder cells (fa/ha/maj),7,3.798
multiplexers,13,5.697
AND/OR/NAND/NOR,120,28.27
AND-OR/OR-AND,53,16.44
buffers and inverters,24,6.727
-- sequential cells by signal, indices dropped and copies added (netlist names) --
register / flops
F1.cs: 3
dp1.c: 6
dp1.data_no_parity: 9
dp1.data_parity: 10
dp1.index: 4
dp1.processing_done: 1
dp1.strt_glitch: 1
Power figures rest on the tool's default switching activity, not on a simulated workload.
